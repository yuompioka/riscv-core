--- flow/design.v ---
module adder_32(
    input logic carry_i,
    input logic [31:0] a_i,
    input logic [31:0] b_i,
    output logic [31:0] res_o,
    output logic carry_o
);
wire addo_0, addo_1, addo_2, addo_3, addo_4, addo_5, addo_6, addo_7;
adder_4 adder0 (carry_i, a_i[3:0], b_i[3:0], res_o[3:0], addo_0);
adder_4 adder1 (addo_0, a_i[7:4], b_i[7:4], res_o[7:4], addo_1);
adder_4 adder2 (addo_1, a_i[11:8], b_i[11:8], res_o[11:8], addo_2);
adder_4 adder3 (addo_2, a_i[15:12], b_i[15:12], res_o[15:12], addo_3);
adder_4 adder4 (addo_3, a_i[19:16], b_i[19:16], res_o[19:16], addo_4);
adder_4 adder5 (addo_4, a_i[23:20], b_i[23:20], res_o[23:20], addo_5);
adder_4 adder6 (addo_5, a_i[27:24], b_i[27:24], res_o[27:24], addo_6);
adder_4 adder7 (addo_6, a_i[31:28], b_i[31:28], res_o[31:28], addo_7);
assign carry_o = addo_7;
endmodule
module adder_4(
    input logic carry_i,
    input logic [3:0] a_i,
    input logic [3:0] b_i,
    output logic [3:0] res_o,
    output logic carry_o
);
wire addo_0, addo_1, addo_2, addo_3;
one_bit_adder adder0 (carry_i, a_i[0], b_i[0], res_o[0], addo_0);
one_bit_adder adder1 (addo_0, a_i[1], b_i[1], res_o[1], addo_1);
one_bit_adder adder2 (addo_1, a_i[2], b_i[2], res_o[2], addo_2);
one_bit_adder adder3 (addo_2, a_i[3], b_i[3], res_o[3], addo_3);
assign carry_o = addo_3;
endmodule
module one_bit_adder(
    input logic carry_i,
    input logic a_i,
    input logic b_i,
    output logic res_o,
    output logic carry_o
);
assign carry_o = (a_i & b_i) | (a_i & carry_i) | (b_i & carry_i);
assign res_o = (a_i ^ b_i) ^ carry_i;
endmodule
--- flow/run.sh ---
#!/bin/bash
# OpenROAD 26Q1-2900-gdf79404cd8, Yosys 0.63+post, stock flow scripts
make -C /OpenROAD-flow-scripts/flow DESIGN_CONFIG=/design/flow/config.mk WORK_HOME=/design/flow/orfs finish
--- flow/config.mk ---
export PLATFORM = sky130hd
export DESIGN_NAME = adder_32
export DESIGN_NICKNAME = adder_32
export VERILOG_FILES = /design/flow/design.v
export SDC_FILE = /design/flow/constraint.sdc
export NUM_CORES = 4
export LEC_CHECK = 1
export CORE_UTILIZATION = 30
--- flow/constraint.sdc ---
current_design adder_32

set clk_period 12.6
set clk_io_pct 0.2

create_clock -name clk0 -period $clk_period

set non_clock_inputs [all_inputs -no_clocks]
set_input_delay [expr $clk_period * $clk_io_pct] -clock clk0 $non_clock_inputs
set_output_delay [expr $clk_period * $clk_io_pct] -clock clk0 [all_outputs]
==> flow_metrics.tcl <==
# implementation run metrics
set metrics [dict create \
    warning_count 36 \
    path_class "in -> out" \
    cp.arrival_ps 13920 \
    vias 709 \
    grt_antenna_before_repair 0 \
    route.detailed.wl_per_inst_um 11.8 \
    synthToLayoutAreaGrowth_pct 88.4 \
    placed_area_sq_um 1790 \
    rows 19 \
    dp_slack_ps -4680 \
    flop-count 0 \
    grt_pass1_vias 779 \
    drv_cap 0 \
    rsz0062_at_grt "yes" \
    place.gp.congestion 0.780 \
    fp.dieW_um 57.3 \
    total_leakage_power_nw 0.653 \
    startpoint_type "input pin" \
    design_area_sq_um 1730 \
    synth_cells 74 \
    cts_setup_buffers 0 \
    violations "setup timing" \
    worstHoldStart "b_i[31]" \
    ys_top_cells_by_count "buf_4 (32), fa_1 (32), inv_1 (10)" \
    die-area_sq_um 3290 \
    ys_warn_count 0 \
    syn_avg_cell_area_sq_um 12.4 \
    setup_ws_ps -3840 \
    ys_cells 74 \
    dpl.hpwl_um 2020 \
    whs_path_depth 5 \
    hold_buffers 0 \
    drv_slew 0 \
    synthesis.area_sq_um 918 \
    postRouteAntennaNets 0 \
    power.density_nw_per_um2 44.2 \
    core-area_sq_um 2830 \
    total_power_uw 76.5 \
    ctsResizeCount 56 \
    insertedDiodeCount 0 \
    cp_slowest_cell "clkdlybuf4s50_1" \
    top_cells_by_area "fa_1 (70%), buf_4 (26%), inv_1 (4.1%)" \
    clkbuf_count 0 \
    crit_path_max_fanout 1 \
    ioPinCount 98 \
    fin_cells 171 \
    portBuffers 98 \
    via_per_inst 4.15 \
    timing.fmax_mhz 60.8 \
    post-route-util_pct 61.2 \
    place_inst 171 \
    required_ps 10080 \
    finalClockPeriodUsage_pct 130 \
    critPathCaptureType "output port" \
    first_pass_iters 47 \
    track_usage_pct 14.0 \
    fin_crit_ps 16440 \
    fp-utilization_pct 32.5 \
    seqCellArea_sq_um 0 \
    drc 0 \
    worstMarginPinSlew_ps 116 \
    grt_max_degree 2 \
    hold_class "in -> out" \
    overflow 0 \
    yosys-stat-area_sq_um 918 \
    fill_cells 246 \
    drt-initial-drc-count 29 \
    relSlewSlack_pct 92.2 \
    critical_path.max_stage_delay_ps 380 \
    wl_um 2010 \
    setup_violations 13 \
    status "finished, violations left" \
    cp_common_cell "fa_2" \
    die_height_um 57.3 \
    ir_worst_vdd_uv 19.7 \
    grt_first_pass_wirelength_um 3380 \
    drive_above_1_share_pct 36.4 \
    synth.top_cell.area_share_pct 69.8 \
    yosysSeqAreaShare_pct 0 \
    final_hold_viol_count 0 \
    largest_area_cell "fa_1" \
    whs_endpoint "res_o[31]" \
    ys_types 3 \
]
[cells in the final DEF, fill, tap and decap left out]
master	instances
buf_2	13
buf_6	1
buf_8	1
clkdlybuf4s50_1	80
dlygate4sd2_1	3
fa_1	1
fa_2	31
inv_1	5
inv_12	1
inv_2	3
inv_6	1
[metal layers]
metal / GRT usage (%) / up-vias / wire length, um
met5: 0 / - / 0
met4: 0 / 0 / 0
met3: 5.52 / 0 / 540
met2: 20.8 / 71 / 867
met1: 22.3 / 326 / 603
li1: - / 312 / -
[power breakdown]
part	internal (mW)	switching [mW]
registers	0	0
logic	0.0559	0.0206
clock network	0	0
[metrics by stage]
step	hold WS, ps	TNS [ps]
after detailed placement	6090	-38700
after global routing	5800	-30420
after CTS	5790	-27300
after global placement	6080	-38250
final	5780	-26830
after floorplan	5270	-22720
[worst max-delay path, delay by kind of cell]
family / cells / cell delay (ps)
adder cells (fa/ha/maj): 32 / 10720
buffers and inverters: 6 / 670
[worst max-delay path by stage]
| stage | startpoint | end | slack (ps) | depth (start not counted) |
|---|---|---|---|---|
| 4_1_cts | a_i[0] | carry_o | -3880 | 38 |
| 5_1_grt | a_i[0] | res_o[31] | -4170 | 38 |
| 6_report | a_i[0] | carry_o | -3840 | 38 |
[kinds of logic (layout without fill, tap and decap cells)]
logic type,count (synthesis),in the layout,share of synthesized area [%]
buffers and inverters,42,108,30.2
adder cells (fa/ha/maj),32,32,69.8
[layout make-up]
type	instances	area [sq um]	share of cell area, %
tap	31	38.8	2.24
timing repair buffer	98	918	53.1
multi-input combinational	32	718	41.5
inverter	10	55.1	3.18
