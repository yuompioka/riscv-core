## flow/constraint.sdc

```tcl
current_design rf_riscv

set clk_period 5.9
set clk_io_pct 0.2

create_clock -name clk0 -period $clk_period [get_ports {clk_i}]

set non_clock_inputs [all_inputs -no_clocks]
set_input_delay [expr $clk_period * $clk_io_pct] -clock clk0 $non_clock_inputs
set_output_delay [expr $clk_period * $clk_io_pct] -clock clk0 [all_outputs]
```

## flow/design.v

```verilog
module rf_riscv(
    input  logic        clk_i,
    input  logic        write_enable_i,
    input  logic [ 4:0] write_addr_i,
    input  logic [ 4:0] read_addr1_i,
    input  logic [ 4:0] read_addr2_i,
    input  logic [31:0] write_data_i,
    output logic [31:0] read_data1_o,
    output logic [31:0] read_data2_o
);
logic [31:0] rf_mem [0:31];
always_ff @(posedge clk_i) begin
    if(write_enable_i) rf_mem[write_addr_i] <= write_data_i;
end
assign read_data1_o = (read_addr1_i == 0) ? 32'b0 : rf_mem[read_addr1_i];
assign read_data2_o = (read_addr2_i == 0) ? 32'b0 : rf_mem[read_addr2_i];
endmodule
```

## flow/run.sh

```bash
#!/bin/bash
# OpenROAD 26Q1-2900-gdf79404cd8, Yosys 0.63+post, stock flow scripts
make -C /OpenROAD-flow-scripts/flow DESIGN_CONFIG=/design/flow/config.mk WORK_HOME=/design/flow/orfs finish
```

## flow/config.mk

```make
export PLATFORM = sky130hd
export DESIGN_NAME = rf_riscv
export DESIGN_NICKNAME = rf_riscv
export VERILOG_FILES = /design/flow/design.v
export SDC_FILE = /design/flow/constraint.sdc
export NUM_CORES = 4
export LEC_CHECK = 1
export CORE_UTILIZATION = 30
```

==> out/qor.yml <==
outcome:
  status: "finished clean"
clocking:
  clock_path_buffers: 3
  cts_setup_buffers: 0
  numCtsBuffers: 106
  cts_max_level: 3
  cts_root_buffer: "clkbuf_16"
  cts.clk_slew.worst_paths_ns: 0.06
  hold_buffers: 0
  cts.sinks: 1024
  cts_tree: "done"
sta:
  relSlewSlack_pct: 38.1
  min_period_ns: 5.52
  hold_viol_final: 0
  fin_crit_sh_pct: 93.6
  tightest_slew_ns: 0.927
  fin_ws_ns: 0.379
  finalSetupTns_ns: 0
  rsz0062_at_grt: "no"
  max_freq_ghz: 0.181
  finalSetupViolations: 0
  slew_viol_final: 0
critical_path:
  cp_slowest_cell: "a211oi_1"
  arrival_ns: 4.34
  cp-start-kind: "input port"
  cp.required_ns: 4.72
  crit_top_cell: "buf_4"
  cp_slowest_stage_delay_ns: 0.65
  endpoint_kind: "output port"
  crit_path_max_fanout: 35
  path_cells: "buf_6 -> buf_12 -> buf_4 -> mux4_2 -> a22o_1 -> a211oi_1 -> nor3_1 -> buf_4 -> clkdlybuf4s50_1"
  worst-setup-path-type: "in2out"
grt:
  grt_max_degree: 53
  grt_pass1_vias: 29600
  overflow: 0
  antenna_found_initial: 12
  grt_pass1_wl_um: 210000
  grt.total_usage_pct: 20.2
layout:
  regMostFlops: "rf_mem"
  area_growth_pct: 17.4
  drive_above_1_share_pct: 30.4
  final_area_um2: 55100
  reg_top3: "rf_mem: 1024 flops"
  lay_top_count: "edfxtp_1"
  final_cells: 4726
  lay_top_cells: "edfxtp_1, mux4_2, mux2i_1, buf_4, clkbuf_16"
  largest_register_ffs: 1024
  fillers: 14100
power_and_ir_drop:
  comb_power_share_pct: 9.4
  swShare_pct: 22.5
  pwr-share-seq_pct: 49.7
  p_clk_share_pct: 40.9
  p_leak_nw: 17.5
  internal_power_mw: 12.7
  ir_worst_vdd_mv: 0.227
  powerDensity_nw_per_um2: 296
  switching_power_mw: 3.68
drt:
  drt_wl_total_um: 148000
  first_pass_iters: 5
  num_vias: 26600
  first_iter_violations: 1612
  routedWlPerCell_um: 31.4
  drtAntennaViolNets: 0
  via_per_inst: 5.64
  drcViolationCount: 0
yosys:
  syn_avg_cell_area_um2: 19.6
  ys_types: 40
  synth.cell_area_um2: 47000
  area_leaders: "edfxtp_1, mux4_2, mux2i_1"
  top_area_share_pct: 65.5
  ff_type: "edfxtp_1"
  edf_count: 1024
  top_area_cell: "edfxtp_1"
  ys_warn_count: 1
  yosysSeqAreaShare_pct: 65.5
  async_flop_share_pct: 0
  ys_cells: 2400
  numSynthFlops: 1024
  ys_area_um2: 47000
  synthCells: 2400
hold_path:
  hold_path_class: "in2reg"
  whs_path_depth: 2
floorplan:
  fp_util_pct: 30.3
  die_w_um: 398
  io-pin-count: 113
  row_count: 144
  core_area_um2: 155000
  chipArea_um2: 158000
  die_h_um: 398
placement:
  placed_area_um2: 51700
  gp_congestion: 0.927
  dp_cells: 4533
  portBuffers: 112
  place_worst_setup_slack_ns: 0.117
  place_hpwl_um: 92200
run:
  warning_count: 26
  max_cap_viol_count: 0
## worst max-delay path: cells and delay by family
family,cells,cell delay [ns]
buffers and inverters,5,1.51
AND-OR/OR-AND,2,0.94
multiplexers,1,0.36
AND/OR/NAND/NOR,1,0.31
## path summary, 6_finish.rpt
| path | from | endpoint | slack (ns) |
|---|---|---|---|
| worst max-delay path | read_addr2_i[2] | read_data2_o[7] | 0.38 |
| worst min-delay path | write_data_i[4] | rf_mem[7][4] | 1.32 |
## kinds of logic (layout without fill, tap and decap cells)
family / Yosys count / after routing / share of synthesized area [%]
DFF: 1024 / 1024 / 65.5
other: 0 / 2 / 0
muxes: 632 / 632 / 24.9
buffers and inverters: 226 / 506 / 2.31
AOI/OAI and AO/OA: 331 / 331 / 5.41
and+or+nand+nor: 187 / 187 / 1.94
## per-stage QoR
| step | util [%] | power [mW] | hold WS, ns |
|---|---|---|---|
| CTS | 35.6 | 16.4 | 1.29 |
| global placement | 33.4 | 9.81 | 2.01 |
| floorplan | - | 9.05 | 1.28 |
| detailed placement | 33.4 | 9.81 | 2.02 |
| global route | 35.6 | 16.8 | 1.32 |
| finish | 35.6 | 16.3 | 1.32 |
## layout make-up
type	instances	area, um^2	area share [%]
Clock inverter	64	676	1.23
Inverter	25	98.8	0.179
Multi-Input combinational cell	1150	15400	28.0
Clock buffer	127	2770	5.03
Antenna cell	2	5.00	0.00908
Tap cell	2044	2560	4.64
Timing Repair Buffer	290	2820	5.12
Sequential cell	1024	30700	55.8
## Yosys cell counts (all sizes together) (13+ instances only)
master      n
clkbuf    104
inv        25
a22o       62
a211oi     47
buf        97
a2111oi    31
mux2       24
a211o      23
nor2       35
edfxtp   1024
o221ai     31
and2       13
o22ai      55
a221oi     23
mux2i     183
mux4      425
nor3       33
nand2      65
a21oi      46
## metal layers
layer	global-route usage, %	vias to the layer above	wire length, um
met5	3.72	-	817
met4	4.88	30	4340
met3	17.6	287	29000
met2	29.9	1974	68300
met1	21.2	13500	45900
li1	-	10900	-
## power by group through the flow
| stage | registers [mW] | logic [mW] | clock network [mW] |
|---|---|---|---|
| after global routing | 8.14 | 1.63 | 7.01 |
| final | 8.13 | 1.53 | 6.68 |
| after CTS | 8.13 | 1.53 | 6.76 |
## what timing repair did
item	in CTS	in global routing
gates resized	0	1
hold endpoints to repair	0	0
setup endpoints to repair	0	1
Power figures rest on the tool's default switching activity, not on a simulated workload.
