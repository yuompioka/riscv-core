--- flow/config.mk ---
export PLATFORM = sky130hd
export DESIGN_NAME = riscv_lsu
export DESIGN_NICKNAME = riscv_lsu
export VERILOG_FILES = /design/flow/design.v
export SDC_FILE = /design/flow/constraint.sdc
export NUM_CORES = 4
export LEC_CHECK = 1
export CORE_AREA = 10 10 92 92
export DIE_AREA = 0 0 102 102
--- flow/constraint.sdc ---
current_design riscv_lsu

set clk_period 6.5
set clk_io_pct 0.2

create_clock -name clk0 -period $clk_period [get_ports {clk_i}]

set non_clock_inputs [all_inputs -no_clocks]
set_input_delay [expr $clk_period * $clk_io_pct] -clock clk0 $non_clock_inputs
set_output_delay [expr $clk_period * $clk_io_pct] -clock clk0 [all_outputs]
--- flow/design.v ---
module riscv_lsu(
    input logic clk_i,
    input logic rst_i,
    input logic core_req_i,
    input logic core_we_i,
    input logic [2:0] core_size_i,
    input logic [31:0] core_addr_i,
    input logic [31:0] core_wd_i,
    output logic [31:0] core_rd_o,
    output logic core_stall_o,
    output logic mem_req_o,
    output logic mem_we_o,
    output logic [3:0] mem_be_o,
    output logic [31:0] mem_addr_o,
    output logic [31:0] mem_wd_o,
    input logic [31:0] mem_rd_i,
    input logic mem_ready_i
);
localparam LDST_B = 3'd0;
localparam LDST_H = 3'd1;
localparam LDST_W = 3'd2;
localparam LDST_BU = 3'd4;
localparam LDST_HU = 3'd5;
logic stall;
logic [1:0] byte_offset;
assign byte_offset = core_addr_i[1:0];
logic half_offset;
assign half_offset = core_addr_i[1];
assign core_stall_o = ~(stall & mem_ready_i) & core_req_i;
assign mem_req_o = core_req_i;
assign mem_we_o = core_we_i;
assign mem_addr_o = core_addr_i;
logic [31:0] mux_wire_0, mux_wire_1, mux_wire_2, mux_wire_3;
always_ff @(posedge clk_i) begin
    if(rst_i) stall <= 1'b0;
    else stall <= core_stall_o;
end
always_comb begin
    case(byte_offset)
        2'b00: mux_wire_0 <= {{24{mem_rd_i[7]}}, mem_rd_i[7:0]};
        2'b01: mux_wire_0 <= {{24{mem_rd_i[15]}}, mem_rd_i[15:8]};
        2'b10: mux_wire_0 <= {{24{mem_rd_i[23]}}, mem_rd_i[23:16]};
        2'b11: mux_wire_0 <= {{24{mem_rd_i[31]}}, mem_rd_i[31:24]};
        default: mux_wire_0 <= 'b0;
    endcase
    case(byte_offset)
        2'b00: mux_wire_1 <= {{24{1'b0}}, mem_rd_i[7:0]};
        2'b01: mux_wire_1 <= {{24{1'b0}}, mem_rd_i[15:8]};
        2'b10: mux_wire_1 <= {{24{1'b0}}, mem_rd_i[23:16]};
        2'b11: mux_wire_1 <= {{24{1'b0}}, mem_rd_i[31:24]};
        default: mux_wire_1 <= 'b0;
    endcase
    case(half_offset)
        1'b0: mux_wire_2 <= {{16{mem_rd_i[15]}}, mem_rd_i[15:0]};
        1'b1: mux_wire_2 <= {{16{mem_rd_i[31]}}, mem_rd_i[31:16]};
    endcase
    case(half_offset)
        1'b0: mux_wire_3 <= {{16{1'b0}}, mem_rd_i[15:0]};
        1'b1: mux_wire_3 <= {{16{1'b0}}, mem_rd_i[31:16]};
    endcase
end
always_comb begin
    case(core_size_i)
        LDST_W: mem_be_o <= 4'b1111;
        LDST_H: case(half_offset)
            1'b0: mem_be_o <= 4'b0011;
            1'b1: mem_be_o <= 4'b1100;
            default: mem_be_o <= 4'b0000;
        endcase
        LDST_B: mem_be_o <= 4'b0001 << byte_offset;
        default: mem_be_o <= 4'b0000;
    endcase
    case(core_size_i)
        LDST_H: mem_wd_o <= {{2{core_wd_i[15:0]}}};
        LDST_W: mem_wd_o <= core_wd_i;
        LDST_B: mem_wd_o <= {{4{core_wd_i[7:0]}}};
        default: mem_wd_o <= 'b0;
    endcase
    case(core_size_i)
        LDST_W: core_rd_o <= mem_rd_i;
        LDST_B: core_rd_o <= mux_wire_0;
        LDST_BU: core_rd_o <= mux_wire_1;
        LDST_H: core_rd_o <= mux_wire_2;
        LDST_HU: core_rd_o <= mux_wire_3;
        default: core_rd_o <= 'b0;
    endcase
end
endmodule
--- flow/run.sh ---
#!/bin/bash
# OpenROAD 26Q1-2900-gdf79404cd8, Yosys 0.63+post, stock flow scripts
make -C /OpenROAD-flow-scripts/flow DESIGN_CONFIG=/design/flow/config.mk WORK_HOME=/design/flow/orfs finish
==> impl_metrics.tcl <==
# metrics dict for downstream scripts
set metrics [dict create \
    critPathKind "input pin to primary output" \
    cts_hold_buf 0 \
    cpMostUsedCell "clkdlybuf4s50_1" \
    fp_util_pct 25.0 \
    yosysTopAreaCell "buf_4" \
    hold_class "flop to flop" \
    crit_path_end_kind "primary output" \
    diodes 0 \
    cellLeakagePower_uw 0.00107 \
    status "finished clean" \
    io_pins 207 \
    worstPathMaxFanout 18 \
    wirelength_mm 8.11 \
    synthArstFlopShare_pct 0 \
    place.gp.congestion 0.827 \
    ys_seq_share_pct 1.24 \
    yosysTopAreaCellShare_pct 16.3 \
    first_pass_iters 4 \
    dieHeight_microns 102 \
    placed_cells 407 \
    grt_overflow 0 \
    grt_use_met3_pct 4.50 \
    crit_family "simple AND/OR/NAND/NOR gates" \
    finClkSkew_ns 0 \
    ir_worst_vdd_mv 0.0440 \
    critPathBufInv 2 \
    ys_cells 240 \
    syn_inst 240 \
    viasPerCell 4.94 \
    die_width_microns 102 \
    period_used_pct 86.5 \
    fillCellCount 650 \
    postSynthAreaPerCell_sq_um 6.74 \
    ys_types 30 \
    post_cts_buffers 0 \
    met2_usage_pct 25.1 \
    topCellsByArea "buf_4, mux2i_1, mux2_2" \
    met1_usage_pct 18.0 \
    regArea_sq_um 20.0 \
    edf_count 0 \
    largest-register "stall" \
    stdcell_count 407 \
    tool_warnings 28 \
    setup_viol 0 \
    reg.largest.list "stall x1" \
    worst_skew_pair.late_latency_ns 0 \
    rsz0062_at_grt "false" \
    cts.clk_slew.worst_paths_ns 0 \
    finalMaxSlewViolations 0 \
    dp_hpwl_mm 6.77 \
    cp_cell_sequence "clkdlybuf4s50_1, nor2_1, nand3b_1, o211ai_1, clkdlybuf4s50_1" \
    grt_use_total_pct 14.4 \
    min_path_cells 2 \
    ant_nets 0 \
    synth-main-ff-cell "dfxtp_1" \
    powerDensity_mw_per_mm2 70.5 \
    cp_num_cells 5 \
    dr.first_iter.drc_count 95 \
    port_buffers 144 \
    reg2regPathDepth 2 \
    drive_above_1_share_pct 7.88 \
    grt_pass1_wl_mm 11.8 \
    fin_crit_ns 5.62 \
    power_uw 199 \
    ys.flops 1 \
    vias 2012 \
    coreArea_sq_mm 0.00646 \
    fin_area_sq_mm 0.00282 \
    crit_required_ns 5.20 \
    chip_area_sq_mm 0.0104 \
    slowest_stage "clkdlybuf4s50_1" \
    largest_reg_flops 1 \
    drt-wirelength-per-cell_microns 19.9 \
    cp-start-kind "input pin" \
    area_delta_synth_final_pct 74.4 \
    finalHoldViolCount 0 \
    grt_max_degree 29 \
    syn_area_sq_mm 0.00162 \
    grt.busiest_layer "met2" \
    route.detailed.drc 0 \
    slew_headroom_pct 46.6 \
    worst_pin_slew_ns 0.798 \
    fmaxAchievable_mhz 178 \
    setup-tns-final_ns 0 \
    place_area_sq_mm 0.00282 \
    logic_area_sq_mm 0.00123 \
    yosysWarnings 1 \
    arrival_ns 4.32 \
    rows 29 \
    maxCapViolCount 0 \
    antenna_found_initial 0 \
    slowest_delay_ns 0.82 \
    yosysChipArea_sq_mm 0.00162 \
    post_cts_resized 0 \
    grt_pass1_vias 2002 \
]
final timing paths:
path                  startpoint             to  slack (ns)
hold reg to reg            stall          stall        0.56
setup reg to reg           stall          stall        5.79
hold / removal             stall          stall        0.56
setup / recovery  core_size_i[0]  core_rd_o[22]        0.88
cell families after synthesis:
group / synth area share, %
buffers and inverters: 22.8
DFF: 1.24
muxes: 21.1
xor gates and xnor gates: 0.542
AOI/OAI and AO/OA: 28.3
and+or+nand+nor: 26.0
final cells by class:
type | count | area share [%]
multi-input combinational | 180 | 43.6
timing repair buffer | 149 | 52.3
tap | 77 | 3.42
sequential | 1 | 0.710
stage by stage:
| stage | setup slack, ns | hold WS [ns] | util (%) |
|---|---|---|---|
| 6_report | 0.879 | 0.564 | 43.6 |
| 5_1_grt | 0.610 | 0.602 | 43.6 |
| 4_1_cts | 0.854 | 0.567 | 43.6 |
| 3_5_place_dp | 0.841 | 0.561 | 43.6 |
| 3_3_place_gp | 0.917 | 0.542 | 43.6 |
| 2_1_floorplan | 2.88 | 0.500 | - |
layout by cell type (no fill, tap or decap), drive strengths merged, types with 10 or more instances in the layout:
cell type      count
a21oi             14
and2              10
clkdlybuf4s50    143
mux2              13
mux2i             15
nand2             28
nor2              23
nor2b             14
o211ai            16
synthesized netlist by cell type (4+ instances only):
master	count
a21oi_1	14
a221o_1	9
a22oi_1	9
a2bb2oi_1	4
and2_1	10
buf_2	6
buf_4	35
clkbuf_1	15
mux2_2	13
mux2i_1	15
nand2_1	28
nor2_1	23
nor2b_1	14
o211ai_1	16
o22ai_1	6
or2_2	4
per-layer routing:
layer / up-vias / share of wire, %
li1: 1006 / -
met2: 98 / 52
met3: 0 / 8.8
met5: - / 0
met1: 908 / 39
met4: 0 / 0
power breakdown:
group / leakage (uW) / internal [uW] / switching (uW) / total (uW)
Combinational: 0.00106 / 126 / 65.9 / 192
Clock: 0 / 0 / 0 / 0
Sequential: 0.00000831 / 6.62 / 0.0817 / 6.70
worst register-to-register path: stages, from the launching register on:
cell and delay [ns]:
dfxtp_1 0.28, a21boi_0 0.21, nor2b_1 0.16
Power figures rest on the tool's default switching activity, not on a simulated workload.
